==> flow/design.v <==
module REG (
    input clock,
	 input rst_n,
    input regWEn,
    input [4:0] addr_A,
    input [4:0] addr_B,
    input [4:0] addr_D,
    input [31:0] data_D,
    output [31:0] data_A,
    output [31:0] data_B
 );
parameter REG_SIZE = 32;
integer i;
reg [31:0] memory [0:REG_SIZE-1];
assign data_A = memory [addr_A];
assign data_B = memory [addr_B];
always @(posedge clock, negedge rst_n) begin
	if (!rst_n) begin
		for (i = 0; i < REG_SIZE; i = i + 1) begin
			if (i == 2) memory[i] = 32'h2ffc;
			else if (i == 3) memory[i] = 32'h1800;
			else memory[i] = 0;
		end
	end
	else begin
		if(regWEn) 
			memory [addr_D] = (addr_D == 0) ? 0 : data_D;
	end
end
endmodule 
==> flow/run.sh <==
#!/bin/bash
# OpenROAD 26Q1-2900-gdf79404cd8, Yosys 0.63+post, stock flow scripts
make -C /OpenROAD-flow-scripts/flow DESIGN_CONFIG=/design/flow/config.mk WORK_HOME=/design/flow/orfs finish
==> flow/config.mk <==
export PLATFORM = sky130hd
export DESIGN_NAME = REG
export DESIGN_NICKNAME = REG
export VERILOG_FILES = /design/flow/design.v
export SDC_FILE = /design/flow/constraint.sdc
export NUM_CORES = 4
export LEC_CHECK = 1
export CORE_UTILIZATION = 30
==> flow/constraint.sdc <==
current_design REG

set clk_period 10.1
set clk_io_pct 0.2

create_clock -name clk0 -period $clk_period [get_ports {clock}]

set non_clock_inputs [all_inputs -no_clocks]
set_input_delay [expr $clk_period * $clk_io_pct] -clock clk0 $non_clock_inputs
set_output_delay [expr $clk_period * $clk_io_pct] -clock clk0 [all_outputs]
==> report_table.html <==
<h2>Implementation results</h2>
<table>
<tr><th>Metric</th><th>Value</th></tr>
<tr><th colspan="2">Outcome</th></tr>
<tr><td>Status</td><td>complete, no violations</td></tr>
<tr><th colspan="2">Layout</th></tr>
<tr><td>Combinational gate area</td><td>about 22,000 um2</td></tr>
<tr><td>Number of standard cells in the layout, taps in and fillers out</td><td>7,763</td></tr>
<tr><td>Number of filler cells placed in the layout</td><td>16,295</td></tr>
<tr><td>Area taken by flip-flops and latches</td><td>about 26,000 um2</td></tr>
<tr><td>Fraction of final layout cells sized beyond drive strength 1</td><td>11.3%</td></tr>
<tr><td>Final design area excluding fillers</td><td>57,800 um2</td></tr>
<tr><td>Area added between synthesis and finish</td><td>17.4%</td></tr>
<tr><td>Finished Core Util</td><td>35.5%</td></tr>
<tr><td>Largest register FFs</td><td>1,024</td></tr>
<tr><th colspan="2">Floorplan</th></tr>
<tr><td>Die height</td><td>407 um</td></tr>
<tr><td>Die outline width</td><td>407 um</td></tr>
<tr><td>Boundary Pins</td><td>114</td></tr>
<tr><td>Number of core rows</td><td>148</td></tr>
<tr><td>Initial core utilization</td><td>30.2%</td></tr>
<tr><td>Overall chip area</td><td>166,000 um2</td></tr>
<tr><td>Placeable Area</td><td>163,000 um2</td></tr>
<tr><th colspan="2">Worst setup path</th></tr>
<tr><td>Slowest cell on the critical path</td><td>sky130_fd_sc_hd__or3b_1</td></tr>
<tr><td>Cell Chain, Critical Path</td><td>buf_2 &gt; buf_4 &gt; or3b_1 &gt; nor2_4 &gt; buf_4 &gt; a222oi_1 &gt; nand3_1 &gt; nor3_1 &gt; a31oi_1 &gt; clkdlybuf4s50_1</td></tr>
<tr><td>Kind of launch point of the worst setup path</td><td>primary input</td></tr>
<tr><td>Signal arrival time at the worst endpoint</td><td>6.71 ns</td></tr>
<tr><td>WS Path Type</td><td>primary input to output pin</td></tr>
<tr><td>Crit-path max FO</td><td>29</td></tr>
<tr><td>Worst r2r path cells</td><td>2</td></tr>
<tr><td>Endpoint kind of the worst setup timing path</td><td>output pin</td></tr>
<tr><td>Cell mode on critical path</td><td>sky130_fd_sc_hd__buf_4</td></tr>
<tr><td>Delay of the slowest critical-path stage</td><td>0.90 ns</td></tr>
<tr><td>Critical path data required time</td><td>between 8 and 9 ns</td></tr>
<tr><th colspan="2">Hold path</th></tr>
<tr><td>Classification of the worst-slack hold path</td><td>register to register</td></tr>
<tr><td>Hold depth</td><td>2</td></tr>
<tr><th colspan="2">STA</th></tr>
<tr><td>Tightest hold margin</td><td>between 0.4 and 0.5 ns</td></tr>
<tr><td>Aggregate negative setup slack</td><td>0 ns</td></tr>
<tr><td>Final count of hold timing violations</td><td>0</td></tr>
<tr><td>Slew HR</td><td>a little under a quarter</td></tr>
<tr><td>Time the final worst path needs with I/O delays and setup</td><td>8.73 ns</td></tr>
<tr><td>Unrepaired setup endpoints after global routing</td><td>false</td></tr>
<tr><td>Slew Limit Fails</td><td>0</td></tr>
<tr><td>Share of the clock period used by the worst path after layout</td><td>a little under nine tenths</td></tr>
<tr><td>Setup-failing EPs final</td><td>0</td></tr>
<tr><td>Crit path setup slack, layout</td><td>1.37 ns</td></tr>
<tr><td>Worst Max-Slew Pin Slew</td><td>1.15 ns</td></tr>
<tr><td>Fmax</td><td>115 MHz</td></tr>
<tr><td>Fin Clk Skew</td><td>0 ns</td></tr>
<tr><th colspan="2">Pwr</th></tr>
<tr><td>VDD IR-drop max</td><td>0.140 mV</td></tr>
<tr><td>Total power</td><td>11.9 mW</td></tr>
<tr><td>Leak</td><td>25.0 nW</td></tr>
<tr><td>PwrDens</td><td>205 nW/um2</td></tr>
<tr><th colspan="2">Global route</th></tr>
<tr><td>Maximum number of pins on one net before global-route repair</td><td>124</td></tr>
<tr><td>Wire length of the first global-routing pass</td><td>407,000 um</td></tr>
<tr><td>Antenna violations before repair</td><td>19</td></tr>
<tr><td>Via count of the first global-routing pass</td><td>about 48,000</td></tr>
<tr><td>Global Route Usage Sum</td><td>37.4%</td></tr>
<tr><td>Global route overflow</td><td>0</td></tr>
<tr><th colspan="2">Synth</th></tr>
<tr><td>Commonest flop</td><td>sky130_fd_sc_hd__dfrtp_1</td></tr>
<tr><td>Post-synthesis average cell area</td><td>8.96 um2</td></tr>
<tr><td>Fraction of synthesis flops using an asynchronous set or reset pin</td><td>100%</td></tr>
<tr><td>Register area share after synthesis</td><td>52.1%</td></tr>
<tr><td>Count of flip-flops with a built-in enable after synthesis</td><td>0</td></tr>
<tr><td>Number of library cell types mapped by synthesis</td><td>65</td></tr>
<tr><td>Synth Cell Area</td><td>just under 50,000 um2</td></tr>
<tr><td>Chip Area, Yosys</td><td>49,200 um2</td></tr>
<tr><td>Gate Count Post-Synth</td><td>~5,500</td></tr>
<tr><td>Cell total in the yosys stat output</td><td>5,494</td></tr>
<tr><td>Flop and latch count out of synthesis</td><td>1,024</td></tr>
<tr><td>Total number of yosys warnings</td><td>2</td></tr>
<tr><th colspan="2">Clocking</th></tr>
<tr><td>Clk ins delay skew pair</td><td>0.77 ns</td></tr>
<tr><td>Setup Buffers After CTS</td><td>0</td></tr>
<tr><td>Quantity of hold-fixing buffers added after cts</td><td>0</td></tr>
<tr><td>TritonCTS Buffers</td><td>118</td></tr>
<tr><td>TritonCTS clock tree</td><td>done</td></tr>
<tr><td>Clock root buffer master</td><td>sky130_fd_sc_hd__clkbuf_16</td></tr>
<tr><td># resized after CTS</td><td>0</td></tr>
<tr><td>H-Tree Depth</td><td>3</td></tr>
<tr><td>Buffer depth of the longest clock path</td><td>3</td></tr>
<tr><td>Sink count of the clock tree</td><td>between 1,000 and 1,500</td></tr>
<tr><td>Clock slew at reported path FFs</td><td>about 0.07 ns</td></tr>
<tr><th colspan="2">Routing</th></tr>
<tr><td>Wire length reported by the detailed router</td><td>300,000 um</td></tr>
<tr><td>Average detailed-routed wire length per instance</td><td>~39 um</td></tr>
<tr><td>Residual DRC</td><td>0</td></tr>
<tr><td>Overall via count from detail_route</td><td>49,553</td></tr>
<tr><td>Via/cell ratio</td><td>around 6.4</td></tr>
<tr><td>Antenna-violating nets left</td><td>0</td></tr>
<tr><td>Starting DRT DRC Count</td><td>about 6,500</td></tr>
<tr><td>Number of optimization iterations in the first detailed-route pass</td><td>9</td></tr>
<tr><th colspan="2">Placed design</th></tr>
<tr><td>Worst slack, placed</td><td>1.80 ns</td></tr>
<tr><td>Final HPWL DP</td><td>about 190,000 um</td></tr>
<tr><td>Placed Area</td><td>53,600 um2</td></tr>
<tr><td>Number of buffers added on ports</td><td>~110</td></tr>
<tr><td>Last weighted congestion value of the routability-driven placer</td><td>~1.1</td></tr>
<tr><td>Number of cells after detailed placement</td><td>between 7,000 and 8,000</td></tr>
<tr><th colspan="2">Job</th></tr>
<tr><td>OpenROAD warnings</td><td>about 46</td></tr>
<tr><td>Number of maximum-capacitance violations</td><td>0</td></tr>
</table>
==> cells in the final DEF, fill, tap and decap left out, types with 18 or more instances in the layout <==
cell,instances
sky130_fd_sc_hd__nand3_1,55
sky130_fd_sc_hd__nor3_1,68
sky130_fd_sc_hd__mux2_2,25
sky130_fd_sc_hd__a22oi_1,743
sky130_fd_sc_hd__clkbuf_16,118
sky130_fd_sc_hd__a221oi_1,32
sky130_fd_sc_hd__a22o_1,39
sky130_fd_sc_hd__clkbuf_1,20
sky130_fd_sc_hd__nor2_4,59
sky130_fd_sc_hd__mux2i_1,38
sky130_fd_sc_hd__dfrtp_1,1011
sky130_fd_sc_hd__and2_1,35
sky130_fd_sc_hd__nand2_4,21
sky130_fd_sc_hd__buf_4,259
sky130_fd_sc_hd__a222oi_1,22
sky130_fd_sc_hd__nor2_1,114
sky130_fd_sc_hd__a32oi_1,18
sky130_fd_sc_hd__nand2_1,1221
sky130_fd_sc_hd__clkdlybuf4s50_1,102
sky130_fd_sc_hd__a31oi_1,18
sky130_fd_sc_hd__clkinv_2,20
sky130_fd_sc_hd__o21ai_0,1028
sky130_fd_sc_hd__clkbuf_8,18
sky130_fd_sc_hd__nand4_1,105
sky130_fd_sc_hd__a21oi_1,90
sky130_fd_sc_hd__nor4_1,21
==> worst max-delay path: cells and delay by family <==
| family | cells | cell delay, ns |
|---|---|---|
| buffers and inverters | 4 | 1.90 |
| and+or+nand+nor | 4 | 1.83 |
| AOI/OAI and AO/OA | 2 | 0.90 |
==> Yosys cell counts, drive strengths merged (4+ instances only) <==
master | count | area (um2)
a22o | 39 | 342
o22a | 7 | 61.3
a222oi | 22 | 220
o32a | 4 | 40.0
nor3 | 72 | 365
mux2 | 25 | 282
nor2 | 174 | 721
buf | 159 | 825
nand4 | 105 | 657
and3 | 13 | 81.3
nor4 | 21 | 131
and4 | 6 | 52.6
nand2b | 11 | 68.8
dfstp | 13 | 342
a2bb2oi | 5 | 43.8
clkbuf | 367 | 1380
o211ai | 4 | 30.0
o2bb2ai | 8 | 70.1
nand2 | 1248 | 4690
a2111oi | 17 | 155
a32oi | 18 | 158
nor2b | 16 | 100
nand3 | 64 | 320
a221o | 7 | 70.1
or3 | 4 | 25.0
and2 | 36 | 225
inv | 7 | 26.3
nand3b | 10 | 78.8
dfrtp | 1011 | 25300
a221oi | 32 | 280
nor3b | 5 | 37.5
a21oi | 90 | 450
o21ai | 1028 | 5140
or3b | 5 | 43.8
mux2i | 38 | 380
a22oi | 743 | 5580
a31oi | 18 | 113
a211oi | 6 | 45.0
o22ai | 6 | 37.5
a32o | 5 | 50.1
==> final cells by class <==
class	instances	area share, %
Sequential cell	1024	44.4
Multi-Input combinational cell	3937	38.1
Clock buffer	156	5.67
Timing Repair Buffer	378	5.45
Tap cell	2175	4.71
Clock inverter	70	1.59
Antenna cell	16	0.0693
Inverter	7	0.0454
==> worst paths after layout <==
check	from	end	slack [ns]
setup / recovery	addr_A[1]	data_A[8]	1.37
hold / removal	memory[2][13]	memory[2][13]	0.50
setup reg to reg	memory[2][27]	memory[2][27]	9.24
hold reg to reg	memory[2][13]	memory[2][13]	0.50
max in group asynchronous	rst_n	memory[31][26]	6.26
min in group asynchronous	rst_n	memory[7][12]	1.23
==> where the power goes <==
group	switching, mW	internal, mW
combinational	0.955	0.550
clock	1.98	2.69
sequential	0.854	4.84
total	3.79	8.08
==> kinds of logic (layout without fill, tap and decap cells) <==
| logic type | after synthesis | in the layout | synth area share, % |
|---|---|---|---|
| DFF | 1024 | 1024 | 52.1 |
| other | 0 | 16 | 0 |
| and+or+nand+nor | 1797 | 1797 | 15.5 |
| muxes | 63 | 63 | 1.34 |
| buffers and inverters | 533 | 611 | 4.53 |
| AOI/OAI and AO/OA | 2077 | 2077 | 26.5 |
==> metal layers <==
layer	GRT usage (%)	wire length [um]	up-vias
met4	20.0	21600	38
met1	47.6	109000	24279
met2	49.7	119000	4085
li1	-	-	19932
met5	2.44	697	-
met3	22.2	49000	1219
Power is estimated from default activity; no workload was simulated.
