==> flow/design.v <==
module ALU (
    input [3:0] ALUsel,
    input [31:0] A,
    input [31:0] B,
    output reg [31:0] result
);
wire [31:0] add_result;
wire [31:0] subb_result;
wire [31:0] sll_result;
wire [31:0] slt_result;
wire [31:0] sltu_result;
wire [31:0] xor_result;
wire [31:0] srl_result;
wire [31:0] sra_result;
wire [31:0] or_result;
wire [31:0] and_result;
integer i;
assign add_result = A+B;
assign subb_result = A-B;
assign and_result = A & B;
assign or_result = A | B;
assign xor_result = A ^ B;
assign sltu_result = (A<B)?32'd1:32'd0;
assign slt_result = ((A[31]==0)&(B[31]==0))?(A<B)?32'd1:32'd0:((A[31]==1)&(B[31]==0))?32'd1:((A[31]==0)&(B[31]==1))?32'd0:((A[31]==1)&(B[31]==1))?((~A+1)>(~B+1))?32'd1:32'd0:32'd0;
assign sll_result = A << B ;
assign srl_result = A >> B ;
assign sra_result = (A>>B) | (({32{A[31]}}) << (32 - B));
always @(*) begin
  case (ALUsel)
  4'd0: result <= add_result;
  4'd1: result <= subb_result;
  4'd2: result <= sll_result;
  4'd3: result <= slt_result;
  4'd4: result <= sltu_result;
  4'd5: result <= xor_result;
  4'd6: result <= srl_result;
  4'd7: result <= sra_result;
  4'd8: result <= or_result;
  4'd9: result <= and_result;
  default: result <= B;
  endcase
end
endmodule
==> flow/run.sh <==
#!/bin/bash
# OpenROAD 26Q1-2900-gdf79404cd8, Yosys 0.63+post, stock flow scripts
make -C /OpenROAD-flow-scripts/flow DESIGN_CONFIG=/design/flow/config.mk WORK_HOME=/design/flow/orfs finish
==> flow/config.mk <==
export PLATFORM = sky130hd
export DESIGN_NAME = ALU
export DESIGN_NICKNAME = ALU
export VERILOG_FILES = /design/flow/design.v
export SDC_FILE = /design/flow/constraint.sdc
export NUM_CORES = 4
export LEC_CHECK = 1
export CORE_UTILIZATION = 30
==> flow/constraint.sdc <==
current_design ALU

set clk_period 12.4
set clk_io_pct 0.2

create_clock -name clk0 -period $clk_period

set non_clock_inputs [all_inputs -no_clocks]
set_input_delay [expr $clk_period * $clk_io_pct] -clock clk0 $non_clock_inputs
set_output_delay [expr $clk_period * $clk_io_pct] -clock clk0 [all_outputs]
==> impl_metrics.env <==
# implementation run metrics
export IMPL_outcome="finished clean"
export IMPL_maxCapViolCount=0
export IMPL_synthCells=1761
export IMPL_topCellsByArea="ha_1, a21oi_1, xnor2_1"
export IMPL_cp_end_kind="output port"
export IMPL_lay_top_cells="nand2_1, nor2_1, a21oi_1, o21ai_0, ha_1"
export IMPL_cts_resized=0
export IMPL_dp_hpwl_um=52000
export IMPL_track_usage=0.337
export IMPL_critPathKind="in2out"
export IMPL_hold_buffers=0
export IMPL_rsz0062_at_grt="no"
export IMPL_drt_iter0_drc=1617
export IMPL_postLayoutSetupSlackWorst_ns=1.21
export IMPL_dieArea_um2=38800
export IMPL_cp_start_kind="primary input"
export IMPL_rows=71
export IMPL_leakagePower_nw=4.91
export IMPL_wirelength_um=65400
export IMPL_xor_share=0.0668
export IMPL_io_pins=100
export IMPL_grt_pass1_vias=13500
export IMPL_fin_total_pwr_mw=0.576
export IMPL_p_switching_mw=0.368
export IMPL_ir_worst_vdd_v=0.0000196
export IMPL_syn_area_um2=11400
export IMPL_n_antenna_cell=0
export IMPL_seqCellArea_um2=0
export IMPL_dr_total_vias=14600
export IMPL_muxShareOfSynthArea=0.102
export IMPL_drc=0
export IMPL_hold_violations=0
export IMPL_core_util_floorplan=0.304
export IMPL_worst_path_max_fanout=9
export IMPL_crit_required_ns=9.92
export IMPL_wl_per_cell_um=28.7
export IMPL_fp_dieW_um=197
export IMPL_setup_viol=0
export IMPL_combPwrFrac=1.000
export IMPL_grt_pass1_wl_um=94200
export IMPL_worstPathArrival_ns=8.71
export IMPL_aoi_share=0.346
export IMPL_ant_nets=0
export IMPL_numPortBuffers=100
export IMPL_min_to="result[30]"
export IMPL_firstDrtPassIters=7
export IMPL_intPower_mw=0.209
export IMPL_cts_setup_buffers=0
export IMPL_grt_overflow_total=0
export IMPL_power_density_nw_per_um2=44.6
export IMPL_placed_cells=2279
export IMPL_finalCritPeriodShare=0.903
export IMPL_avgSynthCellArea_um2=6.48
export IMPL_top_logic_kind="AND-OR/OR-AND gates"
export IMPL_max_freq_ghz=0.0893
export IMPL_die_h_um=197
export IMPL_slew_headroom=0.299
export IMPL_warning_count=97
export IMPL_antenna_found_initial=0
export IMPL_gp_congestion=1.09
export IMPL_swShare=0.638
export IMPL_fin_cells=2279
export IMPL_ys_sh_adder=0.146
export IMPL_pwr_share_seq=0
export IMPL_fp_coreArea_um2=37600
export IMPL_worst_pin_slew_ns=1.04
export IMPL_lay_top_count="nand2_1"
export IMPL_hold_start="B[30]"
export IMPL_min_path_cells=5
export IMPL_min_path_type="in2out"
export IMPL_seq_cells=0
export IMPL_final_max_slew_viol_count=0
export IMPL_grt_max_degree=57
export IMPL_setup_tns_ns=0
export IMPL_top_area_frac=0.143
export IMPL_viasPerCell=6.42
export IMPL_ys_cells=1761
export IMPL_area_growth_pct=13.1
export IMPL_n_clock_buffer=0
export IMPL_ys_sh_simple=0.253
export IMPL_drive_gt1_frac=0.0730
export IMPL_dp_slack_ns=1.34
export IMPL_min_period_ns=11.19
export IMPL_synth_cell_type_count=84
export IMPL_largest_area_cell="ha_1"
export IMPL_clkPwrFrac=0
export IMPL_n_fill_cell=4051
export IMPL_comb_area_um2=10500
export IMPL_ys_seq_frac=0
export IMPL_ys_area_um2=11400
export IMPL_yosysWarnings=1
-- cells in the mapped netlist (11+ instances only) --
| master | count |
|---|---|
| a2111oi_0 | 13 |
| a211oi_1 | 22 |
| a21o_1 | 21 |
| a21oi_1 | 156 |
| a221oi_1 | 27 |
| a22oi_1 | 23 |
| a31oi_1 | 30 |
| and3_1 | 14 |
| buf_1 | 14 |
| buf_2 | 11 |
| clkbuf_1 | 122 |
| ha_1 | 130 |
| inv_1 | 103 |
| mux2_2 | 11 |
| mux2i_1 | 43 |
| mux4_2 | 27 |
| nand2_1 | 189 |
| nand3_1 | 41 |
| nand4_1 | 23 |
| nor2_1 | 168 |
| nor3_1 | 54 |
| nor4_1 | 29 |
| o211ai_1 | 19 |
| o21ai_0 | 132 |
| o21bai_1 | 12 |
| o22ai_1 | 26 |
| o31ai_1 | 13 |
| or3_1 | 14 |
| xnor2_1 | 82 |
-- worst max path at each step --
| stage | depth (start not counted) | slack [ns] | from | endpoint |
|---|---|---|---|---|
| after CTS | 20 | 1.33 | A[8] | result[0] |
| after global routing | 20 | 0.90 | A[8] | result[0] |
| final | 20 | 1.21 | A[8] | result[0] |
-- cell type report --
cell class / instances / share of cell area
Inverter: 106 / 0.0308
Multi-Input combinational cell: 1506 / 0.811
Tap cell: 511 / 0.0495
Timing Repair Buffer: 156 / 0.109
-- cells by family (layout without fill, tap and decap cells) --
logic type,count (synthesis),after routing
AOI/OAI and AO/OA,604,604
and+or+nand+nor,602,602
buffers and inverters,255,262
adders and majority gates,132,132
xor gates and xnor gates,87,87
muxes,81,81
-- metrics by stage --
stage          area, um^2  utilization  hold WS [ns]
4_1_cts             12900        0.344          6.13
2_1_floorplan       11400            -          5.03
6_report            12900        0.344          6.12
3_3_place_gp        12900        0.344          6.13
3_5_place_dp        12900        0.344          6.12
5_1_grt             12900        0.344          6.17
-- routing by layer --
| layer | up-vias | share of wire | GRT usage |
|---|---|---|---|
| met4 | 0 | 0.041 | 0.115 |
| met2 | 964 | 0.44 | 0.522 |
| met5 | - | 0 | 0 |
| li1 | 6573 | - | - |
| met3 | 143 | 0.10 | 0.0596 |
| met1 | 6953 | 0.41 | 0.473 |
-- critical path: stages --
cell and delay, ns:
clkdlybuf4s50_1 0.70, inv_1 0.34, nand3_1 0.20, or3_1 0.41, or4_1 0.46, or3_1 0.52, nor2_1 0.29, nand3_1 0.13
xnor2_1 0.16, ha_1 0.30, nand4_1 0.15, nor4_1 0.49, nand3_1 0.20, a221oi_1 0.36, a211o_1 0.17, o21ai_0 0.19
a21oi_1 0.23, o221ai_1 0.13, a41oi_1 0.26, clkdlybuf4s50_1 0.51
-- power by group through the flow --
stage | Clock, mW | Combinational, mW | Sequential [mW]
CTS | 0 | 0.560 | 0
global route | 0 | 0.611 | 0
finish | 0 | 0.576 | 0
Power is estimated from default activity; no workload was simulated.
