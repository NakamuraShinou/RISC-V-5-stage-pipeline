## design.v

```verilog
module fwd_clt (
	input [31:0] inst_d,
	input [31:0] inst_x,
	input [31:0] inst_m,
	input [31:0] inst_w,
	output reg [1:0] selA_fwd,
	output reg [1:0] selB_fwd,
	output selA_d,
	output selB_d,
	output reg [1:0] sel_sw,
	output reg [3:0] D_X_M_W
);
	wire [4:0] rd_x, rd_m, rd_w, rs1_x, rs2_x, rs1_d, rs2_d;
	assign rd_x = inst_x[11:7];
	assign rd_m = inst_m[11:7];
	assign rd_w = inst_w[11:7];
	assign rs1_x = inst_x[19:15];
	assign rs2_x = inst_x[24:20];
	assign rs1_d = inst_d[19:15];
	assign rs2_d = inst_d[24:20];
	wire is_rd_m, is_ld_m;
	assign is_rd_m = ((inst_m[6:0] == 7'b0110011) || 			 
							(inst_m[6:0] == 7'b0010011) || 		 
							(inst_m[6:0] == 7'b1100111) ||		 
							(inst_m[6:0] == 7'b1101111) ||		 
							(inst_m[6:0] == 7'b0010111) ||		 
							(inst_m[6:0] == 7'b0110111));		 
	assign is_ld_m = (inst_m[6:0] == 7'b0000011);				 
	wire is_rd_w;
	assign is_rd_w = ((inst_w[6:0] == 7'b0110011) || 			 
							(inst_w[6:0] == 7'b0010011) || 		 
							(inst_w[6:0] == 7'b1100111) ||		 
							(inst_w[6:0] == 7'b1101111) ||		 
							(inst_w[6:0] == 7'b0010111) ||		 
							(inst_w[6:0] == 7'b0110111) ||		 
							(inst_w[6:0] == 7'b0000011));		 
	wire is_rs1_x, is_rs2_x;
	assign is_rs1_x = ((inst_x[6:0] != 7'b0110111) &&			 
							 (inst_x[6:0] != 7'b0010111) &&		 
							 (inst_x[6:0] != 7'b1101111));		 
	assign is_rs2_x = ((inst_x[6:0] != 7'b0110111) &&			 
							 (inst_x[6:0] != 7'b0010111) &&		 
							 (inst_x[6:0] != 7'b1101111) &&		 
							 (inst_x[6:0] != 7'b1100111) &&		 
							 (inst_x[6:0] != 7'b0000011) &&		 
							 (inst_x[6:0] != 7'b0010011));		 
	wire is_ld_x;
	assign is_ld_x = (inst_x[6:0] == 7'b0000011);				 
	wire is_rs1_d, is_rs2_d;
	assign is_rs1_d = ((inst_d[6:0] != 7'b0110111) &&			 
							 (inst_d[6:0] != 7'b0010111) &&		 
							 (inst_d[6:0] != 7'b1101111));		 
	assign is_rs2_d = ((inst_d[6:0] != 7'b0110111) &&			 
							 (inst_d[6:0] != 7'b0010111) &&		 
							 (inst_d[6:0] != 7'b1101111) &&		 
							 (inst_d[6:0] != 7'b1100111) &&		 
							 (inst_d[6:0] != 7'b0000011) &&		 
							 (inst_d[6:0] != 7'b0010011));		 
	always @(*) begin
		if 	  (((rd_m == rs1_x && is_rd_m && is_rs1_x) || (rd_m == rs2_x && is_rd_m && is_rs2_x)) && (rd_m != 5'd0 || rd_w != 5'd0)) begin
			selA_fwd = (rd_m == rs1_x && rd_m != 5'd0) ? 2'd1 : (rd_w == rs1_x && rd_w != 5'd0) ? 2'd2 : 2'd0;
			selB_fwd = (rd_m == rs2_x && rd_m != 5'd0) ? 2'd1 : (rd_w == rs2_x && rd_w != 5'd0) ? 2'd2 : 2'd0;
			D_X_M_W = 3'b0;
		end
		else if (((rd_x == rs1_d && is_ld_x && is_rs1_d) || (rd_x == rs2_d && is_ld_x && is_rs2_d)) && rd_x != 5'd0) begin 
			D_X_M_W = 4'b100;
			selA_fwd = 2'd0;
			selB_fwd = 2'd0;
		end
		else if (((rd_w == rs1_x && is_rd_w && is_rs1_x) || (rd_w == rs2_x && is_rd_w && is_rs2_x)) && rd_w != 5'd0) begin
			selA_fwd = (rd_w == rs1_x) ? 2'd2 : 2'd0;
			selB_fwd = (rd_w == rs2_x) ? 2'd2 : 2'd0;
			D_X_M_W = 3'b0;
		end
		else begin
			selA_fwd = 2'b0;
			selB_fwd = 2'b0;
			D_X_M_W = 3'b0;
		end
	end
	assign selA_d = (rd_w == rs1_d && is_rd_w && is_rs1_d && rd_w != 5'd0);	 
	assign selB_d = (rd_w == rs2_d && is_rd_w && is_rs2_d && rd_w != 5'd0);	 
	wire is_sw;
	assign is_sw = (inst_x[6:0] == 7'b0100011);
	always @(*) begin
		if (rd_m == rs2_x && is_sw && is_rd_m && rd_m != 5'd0) sel_sw = 2'd1;
		else if (rd_w == rs2_x && is_sw && is_rd_w && rd_w != 5'd0) sel_sw = 2'd2;
		else sel_sw = 2'd0;
	end
endmodule
```

## run.sh

```bash
#!/bin/bash
# OpenROAD 26Q1-2900-gdf79404cd8, Yosys 0.63+post, stock flow scripts
make -C /OpenROAD-flow-scripts/flow DESIGN_CONFIG=/design/flow/config.mk WORK_HOME=/design/flow/orfs finish
```

## config.mk

```make
export PLATFORM = sky130hd
export DESIGN_NAME = fwd_clt
export DESIGN_NICKNAME = fwd_clt
export VERILOG_FILES = /design/flow/design.v
export SDC_FILE = /design/flow/constraint.sdc
export NUM_CORES = 4
export LEC_CHECK = 1
export CORE_AREA = 10 10 100 100
export DIE_AREA = 0 0 110 110
```

## constraint.sdc

```tcl
current_design fwd_clt

set clk_period 2.6
set clk_io_pct 0.2

create_clock -name clk0 -period $clk_period

set non_clock_inputs [all_inputs -no_clocks]
set_input_delay [expr $clk_period * $clk_io_pct] -clock clk0 $non_clock_inputs
set_output_delay [expr $clk_period * $clk_io_pct] -clock clk0 [all_outputs]
```

==> out/results.ini <==
[synthesis]
yosys_warnings=1
syn_avg_cell_area_um2=7.17
synthCells=123
syn-cell-area_um2=882
ys_cells=123
ys_chip_area_um2=882
netlist-cell-type-count=35
ys_seq_share_pct=0

[floorplan]
rows=32
die-area_um2=12100
initCoreUtil_pct=11.3
die_w_um=110
ios=140
core_area_um2=7810
die_y_um=110

[worst_setup_path]
cp_data_required_time_ns=2.08
worst_setup_path_end_kind=output port
crit_type=input port to output port
cp-start-kind=input port
crit_fanout=3
arrival_ns=2.04

[global_route]
grt_use_met2_pct=11.5
use_met1_pct=10.6
grt_usage_pct=7.50
grt.met3_usage_pct=2.29
grt_pass1_wl_um=7440
grt_pass1_vias=1514
grt_max_degree=5
antenna_found_initial=0
grt_overflow_total=0
top_usage_layer=met2

[place]
dpl_cell_area_um2=2070
globalplace.congestion=0.805
dp_hpwl_um=3930
pre_cts_ws_ns=-0.681
io_buffers=72
dpl.cell_count=343

[min_path]
hold_class=input port to output port

[timing]
maxSlewViolCount=0
finalSetupTns_ns=0
rsz0062_at_grt=yes
finalClockPeriodUsage_pct=98.5
max_freq_ghz=0.391
fin_crit_ns=2.56
final-hold-violation-count=0
finalSetupViolations=0
hold_ws_ns=1.54
setup_ws_ns=0.0392

[cells_and_area]
finalCoreUtilization_pct=31.7
fin_area_um2=2470
nClkBuffers=0
area.sequential_um2=0
most-common-layout-cells=buf_4 (67), clkbuf_2 (17), xor2_1 (16)
area_delta_synth_final_pct=180
nFillCells=781
instances_no_fill=363
layout.cells.most_common=buf_4
seq_cell_count=0
drive_gt1_share_pct=63.6

[drt]
via_count=1388
n_antenna_cell=0
drtPass1Iterations=4
viasPerCell=3.82
drt-total-wl_um=4760
drtIter0Drc=30
post_drt_wl_per_cell_um=13.1
drtAntennaViolNets=0
drcViolationCount=0

[pwr]
internal-power_mw=0.175
power.switching_mw=0.126
p_per_area_nw_per_um2=122
power_mw=0.300
comb_power_share_pct=100.0
leakage_nw=1.12
clockPowerShare_pct=0
swShare_pct=41.9
peakVddDrop_mv=0.0671
p_seq_share_pct=0

[job]
drv_cap=0
openroad.warnings=99

[outcome]
outcome=finished clean

-- power by group through the flow --
stage                 combinational [mW]  sequential (mW)  clock [mW]
after global routing               0.326                0           0
after CTS                          0.281                0           0
final                              0.300                0           0
-- worst max-delay path: stages --
cell     delay, ns
buf_6         0.11
xnor2_2       0.16
nand3_2       0.12
buf_6         0.13
nor4_4        0.30
o21ai_4       0.09
buf_6         0.13
a211o_4       0.26
a21oi_2       0.12
buf_2         0.10
-- synth_stat cells (all sizes together), types with 3 or more instances --
| library cell | instances | share of area, % |
|---|---|---|
| o21ai | 4 | 4.0 |
| nor4 | 5 | 4.3 |
| nor2 | 12 | 6.0 |
| nor2b | 3 | 2.1 |
| nand4b | 3 | 3.0 |
| nand2 | 5 | 2.1 |
| nand3 | 8 | 4.5 |
| nor3 | 9 | 5.1 |
| xor2 | 20 | 20 |
| nand4 | 4 | 3.5 |
| buf | 8 | 6.1 |
| and4 | 3 | 3.0 |
| a21oi | 3 | 2.1 |
| xnor2 | 20 | 20 |
-- worst paths after layout --
kind	start	endpoint	slack [ns]	depth (start not counted)
worst max-delay path	inst_m[9]	selA_fwd[1]	0.04	10
worst min-delay path	inst_x[2]	sel_sw[1]	1.54	5
-- layout make-up --
| class | count | area (µm²) | share of cell area [%] |
|---|---|---|---|
| multi-input cells | 117 | 1180 | 47.7 |
| repair buffers | 144 | 1160 | 47.1 |
| well taps | 102 | 128 | 5.16 |
-- per-layer routing --
| metal | vias up | wire length (µm) |
|---|---|---|
| li1 | 713 | - |
| met1 | 621 | 2240 |
| met2 | 50 | 2090 |
| met3 | 4 | 391 |
| met4 | 0 | 38 |
| met5 | - | 0 |
-- cells by family (layout without fill, tap and decap cells) --
family | Yosys count | count (layout) | share of synthesized area, %
XOR/XNOR | 40 | 40 | 39.7
AND-OR/OR-AND | 16 | 16 | 14.8
other | 1 | 3 | 0.425
buffers and inverters | 8 | 144 | 6.10
AND/OR/NAND/NOR | 58 | 58 | 39.0
-- what timing repair did --
action | 4_1_cts | 5_1_grt
hold buffers | 0 | 0
buffers inserted | 17 | 4
pin swaps | 42 | 40
resized | 144 | 82
endpoints found under the setup margin | 9 | 8
No activity file was given, so power comes from the tool's default toggle rates.
